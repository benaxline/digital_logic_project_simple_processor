==> design.v <==
module reg_decoder(reg_num, clk, reg_enable);
    input clk;
    input [2:0] reg_num;
    output reg [7:0] reg_enable;  
    always @(clk) begin
        case(reg_num)
            3'b000 : reg_enable = 8'b10000000; 
            3'b001 : reg_enable = 8'b01000000;
            3'b010 : reg_enable = 8'b00100000;
            3'b011 : reg_enable = 8'b00010000;
            3'b100 : reg_enable = 8'b00001000; 
            3'b101 : reg_enable = 8'b00000100;
            3'b110 : reg_enable = 8'b00000010;
            3'b111 : reg_enable = 8'b00000001;
            default : reg_enable = 8'b00000000; 
        endcase
    end
endmodule
module state_machine (input1, input2, current_state, func, clk, next_state, data_out, R_in, R_out, AddSub, Rh_in, Rl_in, Rl_out, AS_enable, XOR_enable, sel);
    input clk;
    input [2:0] input1, input2;
    input [3:0] func;
    input [4:0] current_state; 
    output reg [4:0] next_state;
    output reg data_out, AddSub, Rh_in, Rl_in, Rl_out, AS_enable, XOR_enable;
    output reg [3:0] R_out, R_in;
    output reg [1:0] sel;
    wire [3:0] temp1, temp2;
    wire [8:0] temp;
    assign temp = {func, current_state};
    reg_decoder in1(.reg_num(input1), .clk(clk), .reg_enable(temp1));
    reg_decoder in2(.reg_num(input2), .clk(clk), .reg_enable(temp2));
    always @ (clk) begin
        case(temp)
            9'b000100000 : begin next_state = 5'b00001; data_out = 1'b1; R_in = temp1; R_out = 4'b0000; AddSub = 1'b0; Rh_in = 1'b0;   Rl_in = 1'b0; Rl_out = 1'b0; AS_enable = 1'b0; XOR_enable = 1'b0; end
            9'b001000000 : begin next_state = 5'b00010; data_out = 1'b0; R_in = temp1; R_out = temp2;  AddSub = 1'b0; Rh_in = 1'b0;   Rl_in = 1'b0; Rl_out = 1'b0; AS_enable = 1'b0; XOR_enable = 1'b0; end
            9'b001100000 : begin next_state = 5'b00011; data_out = 1'b0; R_in = 4'b0000;R_out = temp1;  AddSub = 1'b0; Rh_in = 1'b1;   Rl_in = 1'b0; Rl_out = 1'b0; AS_enable = 1'b1; XOR_enable = 1'b0; sel = 2'b00; end
            9'b001100011 : begin next_state = 5'b00100; data_out = 1'b0; R_in = 4'b0000;R_out = temp2;  AddSub = 1'b0; Rh_in = 1'b0;   Rl_in = 1'b1; Rl_out = 1'b0; AS_enable = 1'b1; XOR_enable = 1'b0; sel = 2'b00; end
            9'b001100100 : begin next_state = 5'b00101; data_out = 1'b0; R_in = temp1; R_out = 4'b0000; AddSub = 1'b0; Rh_in = 1'b0;   Rl_in = 1'b0; Rl_out = 1'b1; AS_enable = 1'b1; XOR_enable = 1'b0; sel = 2'b00; end
            9'b010000000 : begin next_state = 5'b00111; data_out = 1'b0; R_in = 4'b0000;R_out = temp1;  AddSub = 1'b1; Rh_in = 1'b1;   Rl_in = 1'b0; Rl_out = 1'b0; AS_enable = 1'b1; XOR_enable = 1'b0; sel = 2'b01; end
            9'b010000111 : begin next_state = 5'b01000; data_out = 1'b0; R_in = 4'b0000;R_out = temp2;  AddSub = 1'b1; Rh_in = 1'b0;   Rl_in = 1'b1; Rl_out = 1'b0; AS_enable = 1'b1; XOR_enable = 1'b0; sel = 2'b01; end
            9'b010001000 : begin next_state = 5'b01001; data_out = 1'b0; R_in = temp1; R_out = 4'b0000; AddSub = 1'b1; Rh_in = 1'b0;   Rl_in = 1'b0; Rl_out = 1'b1; AS_enable = 1'b1; XOR_enable = 1'b0; sel = 2'b01; end
            9'b010100000 : begin next_state = 5'b01010; data_out = 1'b0; R_in = 4'b0000;R_out = temp1;  AddSub = 1'b0; Rh_in = 1'b1;   Rl_in = 1'b0; Rl_out = 1'b0; AS_enable = 1'b0; XOR_enable = 1'b1; sel = 2'b10; end
            9'b010101010 : begin next_state = 5'b01011; data_out = 1'b0; R_in = 4'b0000;R_out = temp2;  AddSub = 1'b0; Rh_in = 1'b0;   Rl_in = 1'b1; Rl_out = 1'b0; AS_enable = 1'b0; XOR_enable = 1'b1; sel = 2'b10; end
            9'b010101011 : begin next_state = 5'b01100; data_out = 1'b0; R_in = 4'b0000;R_out = 4'b0000; AddSub = 1'b0; Rh_in = 1'b0;   Rl_in = 1'b0; Rl_out = 1'b1; AS_enable = 1'b0; XOR_enable = 1'b1; sel = 2'b10; end
            default begin next_state = 5'b00000; data_out = 1'b0; R_in <= 4'b0000;R_out <= 4'b0000; AddSub = 1'b0; Rh_in = 1'b0;   Rl_in = 1'b0; Rl_out = 1'b0; AS_enable = 1'b0; XOR_enable = 1'b0; end
        endcase
    end
endmodule
==> run.sh <==
#!/bin/bash
# OpenROAD 26Q1-2900-gdf79404cd8, Yosys 0.63+post, stock flow scripts
make -C /OpenROAD-flow-scripts/flow DESIGN_CONFIG=/design/flow/config.mk WORK_HOME=/design/flow/orfs finish
==> config.mk <==
export PLATFORM = sky130hd
export DESIGN_NAME = state_machine
export DESIGN_NICKNAME = state_machine
export VERILOG_FILES = /design/flow/design.v
export SDC_FILE = /design/flow/constraint.sdc
export NUM_CORES = 4
export LEC_CHECK = 1
export CORE_AREA = 10 10 74 74
export DIE_AREA = 0 0 84 84
==> constraint.sdc <==
current_design state_machine

set clk_period 4.4
set clk_io_pct 0.2

create_clock -name clk0 -period $clk_period

set non_clock_inputs [all_inputs -no_clocks]
set_input_delay [expr $clk_period * $clk_io_pct] -clock clk0 $non_clock_inputs
set_output_delay [expr $clk_period * $clk_io_pct] -clock clk0 [all_outputs]
==> impl_metrics.py <==
# Auto-generated metrics
metrics = {
    "outcome": {
        "status": "finished clean",
    },
    "timing": {
        "holdWs_ns": 2.77,
        "slew_violations": 0,
        "clock.fmax_ghz": 0.242,
        "rsz0062_at_grt": "false",
        "unclocked_regs": 2,
        "finalSetupTns_ns": 0,
        "fin_crit_sh_pct": 93.9,
        "hold_viol_final": 0,
        "untimed_endpoints": 4,
        "min_period_ns": 4.13,
        "slew_headroom_pct": 66.2,
        "finalSetupViolCount": 0,
        "worst-slew-pin-transition_ns": 0.504,
    },
    "yosys": {
        "syn_inst": 84,
        "ys_ff": 2,
        "largest_area_cell": "nand2b_1",
        "top_cells_by_area": "nand2b_1, o22ai_1, mux2_2",
        "syn_area_sq_um": 589,
        "syn_area_per_cell_sq_um": 7.02,
        "ys_cells": 84,
        "synth_top_area_share_pct": 6.37,
        "yosysUniqueCellTypes": 40,
        "yosys_area_sq_um": 589,
        "ys_warn_count": 4,
    },
    "grt": {
        "grt_first_pass_wirelength_um": 3560,
        "grt_use_met2_pct": 8.85,
        "grt_max_degree": 10,
        "gr-total-overflow": 0,
        "grt_antenna_before_repair": 0,
        "grt_pass1_vias": 739,
        "gr-usage-met1_pct": 7.99,
        "grt-busiest-layer": "met2",
        "grt_use_total_pct": 5.74,
        "grtUsageMet3_pct": 1.87,
    },
    "placed_design": {
        "dp_hpwl_um": 1850,
        "place_area_sq_um": 1000,
        "gp_routability_congestion": 0.775,
        "portBuffers": 36,
    },
    "min_path": {
        "hp-class": "in -> out",
        "worstHoldStart": "input1[0]",
    },
    "drt": {
        "antenna_left": 0,
        "diodes": 0,
        "avgRoutedWirePerCell_um": 12.6,
        "drcViolationCount": 0,
        "num_vias": 748,
        "vias_per_cell": 4.45,
        "wirelength_um": 2120,
        "drtIter0Drc": 51,
        "firstDrtPassIters": 6,
    },
    "floorplanning": {
        "core-area_sq_um": 3970,
        "die_area_sq_um": 7060,
        "rows": 23,
        "boundaryPins": 38,
        "fp-utilization_pct": 14.8,
        "fp.dieW_um": 84,
        "dieHeight_um": 84,
    },
    "setup_path": {
        "critPathLaunchType": "primary input",
        "crit_end": "R_out[1]",
        "startpoint": "current_state[1]",
        "end_kind": "primary output",
        "required_ns": 3.52,
        "cp.arrival_ns": 3.25,
        "criticalPathCategory": "in -> out",
        "path_max_fanout": 7,
    },
    "clock_network": {
        "cts-resized-gates": 0,
        "postCtsHoldBufs": 0,
        "post_cts.repair.setup_buffers": 0,
    },
    "power": {
        "power.leakage_nw": 0.295,
        "power-per-cell-area_nw_per_um2": 48.0,
        "internal_power_w": 0.0000250,
        "ir_drop_v": 0.0000265,
        "swShare_pct": 47.8,
        "power_frac_seq_pct": 0.6,
        "p_sw_w": 0.0000230,
        "power_frac_comb_pct": 99.4,
        "p_clk_share_pct": 0,
    },
    "final_layout": {
        "seqCellArea_sq_um": 30.0,
        "fin_util_pct": 25.2,
        "largest_reg_flops": 2,
        "post-route-cell-area_sq_um": 1000,
        "combGateArea_sq_um": 517,
        "n_fill_cell": 457,
        "syn2layout_area_growth_pct": 69.6,
        "layout-drive-gt1-share_pct": 13.6,
    },
    "run": {
        "tool_warnings": 33,
        "drv_cap": 0,
    },
}
-- through the flow --
step | setup WS [ns] | instances | total power (W)
2_1_floorplan | 1.30 | 84 | 0.0000242
3_3_place_gp | 0.275 | 168 | 0.0000474
3_5_place_dp | 0.264 | 168 | 0.0000475
4_1_cts | 0.255 | 168 | 0.0000477
5_1_grt | 0.133 | 168 | 0.0000527
6_report | 0.268 | 168 | 0.0000480
-- worst min path at each step --
stage	end	slack, ns	cells after the start
CTS	R_in[3]	2.77	3
global route	R_out[3]	2.82	4
finish	R_in[3]	2.77	3
-- per-layer routing --
metal | wire length, um | part of all wire (%)
met5 | 0 | 0
met4 | 0 | 0
met3 | 195 | 9.2
met2 | 884 | 42
met1 | 1040 | 49
-- cells in the mapped netlist --
library cell,n
o31a_2,1
nor2_1,7
o32a_1,2
nand2_1,6
o21ai_0,2
a2bb2oi_1,1
nand2b_2,1
or2_2,2
or4bb_1,1
o32ai_2,1
nor3_1,6
inv_1,2
or4_4,2
xnor2_1,1
a211oi_1,1
a2111o_1,1
mux2_2,3
nand2b_1,6
nand4_1,1
buf_4,2
or3b_1,2
nand3b_1,3
dlxtn_1,2
o22ai_1,6
o22ai_2,1
or2b_1,1
o21ai_2,1
o211a_1,1
or3_1,3
conb_1,1
a21oi_1,2
buf_6,1
nand3_1,1
o21bai_1,1
or4b_1,1
buf_2,1
or4b_2,1
clkbuf_1,1
nor4_1,4
a31oi_1,1
-- power by group through the flow --
| stage | Clock (W) | Sequential (W) | Combinational [W] |
|---|---|---|---|
| 6_report | 0 | 0.000000301 | 0.0000477 |
| 4_1_cts | 0 | 0.000000302 | 0.0000474 |
| 5_1_grt | 0 | 0.000000314 | 0.0000524 |
-- worst max-delay path: stages --
cell             delay (ns)
clkdlybuf4s50_1        0.59
nand2b_1               0.11
or4b_2                 0.63
o211a_1                0.29
o32ai_2                0.26
clkdlybuf4s50_1        0.50
-- area by class of cell --
type                       instances  share of cell area (%)
multi-input combinational         75                    51.7
sequential                         2                    3.00
inverter                           2                   0.751
tap                               50                    6.26
timing repair buffer              39                    38.3
-- logic make-up (layout without fill, tap and decap cells) --
| group | Yosys count | count (layout) | share of synthesized area [%] |
|---|---|---|---|
| AOI/OAI and AO/OA | 22 | 22 | 29.9 |
| xor gates and xnor gates | 1 | 1 | 1.49 |
| buffers and inverters | 7 | 41 | 7.22 |
| latches | 2 | 2 | 5.10 |
| muxes | 3 | 3 | 5.73 |
| other | 1 | 1 | 0.636 |
| and+or+nand+nor | 48 | 48 | 49.9 |
-- placed cells by master (no fill, tap or decap), drive strengths merged, types with 2 or more instances in the layout --
cell	count
dlxtn	2
o21ai	3
or2	2
nand2b	7
a21oi	2
buf	3
nand2	6
nand3b	3
or4b	2
nor3	6
o32a	2
or4	2
inv	2
clkdlybuf4s50	36
or3	3
nor2	7
o22ai	7
or3b	2
mux2	3
nor4	4
No activity file was given, so power comes from the tool's default toggle rates.
