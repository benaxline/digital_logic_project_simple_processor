==> /design/flow/design.v <==
module my_fsm (input1, input2, current_state, func, clk, next_state, data_out, R_in, R_out, AddSub, a_in, g_in, g_out,  math_enables);
    input clk;
    input [15:0] input1, input2;
    input [3:0] func;
    input [4:0] current_state; 
    output reg [4:0] next_state;
    output reg data_out, AddSub,a_in, g_in, g_out;
    output reg [7:0] R_out, R_in;
    wire [7:0] temp1, temp2;
    wire [8:0] temp;
    output reg [6:0] math_enables;  
    assign temp = {func, current_state};
    reg_decoder in1(.reg_num(input1), .clk(clk), .reg_enable(temp1));
    reg_decoder in2(.reg_num(input2), .clk(clk), .reg_enable(temp2));
    always @ (clk) begin
        case(temp)
            9'b000100000 : begin next_state = 5'b00001; data_out = 1'b1; R_in = temp1; R_out <= 8'b00000000; AddSub = 1'b0; a_in = 1'b0;   g_in = 1'b0; g_out = 1'b0; end
            9'b001000000 : begin next_state = 5'b00010; data_out = 1'b0; R_in = temp1; R_out = temp2;  AddSub = 1'b0; a_in = 1'b0;   g_in = 1'b0; g_out = 1'b0; end
            9'b001100000 : begin next_state = 5'b00011; data_out = 1'b0; R_in <= 8'b00000000; R_out = temp1;  AddSub = 1'b0; a_in = 1'b1;   g_in = 1'b0; g_out = 1'b0; math_enables = 7'b0100000; end
            9'b001100011 : begin next_state = 5'b00100; data_out = 1'b0; R_in <= 8'b00000000;R_out = temp2;  AddSub = 1'b0; a_in = 1'b1;   g_in = 1'b1; g_out = 1'b0; math_enables = 7'b0100000; end
            9'b001100100 : begin next_state = 5'b00101; data_out = 1'b0; R_in = temp1; R_out <= 8'b00000000; AddSub = 1'b0; a_in = 1'b0;   g_in = 1'b1; g_out = 1'b1; math_enables = 7'b0100000; end
            9'b010000000 : begin next_state = 5'b00111; data_out = 1'b0; R_in <= 8'b00000000;R_out = temp1;  AddSub = 1'b1; a_in = 1'b1;   g_in = 1'b0; g_out = 1'b0; math_enables = 7'b0010000; end
            9'b010000111 : begin next_state = 5'b01000; data_out = 1'b0; R_in <= 8'b00000000;R_out = temp2;  AddSub = 1'b1; a_in = 1'b1;   g_in = 1'b1; g_out = 1'b0; math_enables = 7'b0010000; end
            9'b010001000 : begin next_state = 5'b01001; data_out = 1'b0; R_in = temp1; R_out <= 8'b00000000; AddSub = 1'b1; a_in = 1'b0;   g_in = 1'b1; g_out = 1'b1; math_enables = 7'b0010000; end
            9'b010100000 : begin next_state = 5'b01010; data_out = 1'b0; R_in <= 8'b00000000;R_out = temp1;  AddSub = 1'b0; a_in = 1'b1;   g_in = 1'b0; g_out = 1'b0; math_enables = 7'b1000000; end
            9'b010101010 : begin next_state = 5'b01011; data_out = 1'b0; R_in <= 8'b00000000;R_out = temp2;  AddSub = 1'b0; a_in = 1'b1;   g_in = 1'b1; g_out = 1'b0; math_enables = 7'b1000000; end
            9'b010101011 : begin next_state = 5'b01100; data_out = 1'b0; R_in = temp1 ;R_out = 8'b00000000; AddSub = 1'b0; a_in = 1'b0;  g_in = 1'b1; g_out = 1'b1; math_enables = 7'b1000000; end
            9'b011000000 : begin next_state = 5'b01101; data_out = 1'b0; R_in <= 8'b00000000; R_out = temp1; AddSub = 1'b0; a_in = 1'b1; g_in = 1'b0; g_out = 1'b0; math_enables = 7'b0000100; end
            9'b011001101 : begin next_state = 5'b01110; data_out = 1'b0; R_in <= 8'b00000000; R_out = temp2;  AddSub = 1'b0; a_in = 1'b1;   g_in = 1'b1; g_out = 1'b0; math_enables = 7'b0000100; end
            9'b011001110 : begin next_state = 5'b01111; data_out = 1'b0; R_in = temp1; R_out = 8'b00000000; AddSub = 1'b0; a_in = 1'b0;  g_in = 1'b1; g_out = 1'b1; math_enables = 7'b0000100; end
            9'b011100000 : begin next_state = 5'b10000; data_out = 1'b0; R_in <= 8'b00000000; R_out = temp1; AddSub = 1'b0; a_in = 1'b1; g_in = 1'b0; g_out = 1'b0; math_enables = 7'b0001000; end
            9'b011110000 : begin next_state = 5'b10001; data_out = 1'b0; R_in <= 8'b00000000 ;R_out = temp2;  AddSub = 1'b0; a_in = 1'b1;   g_in = 1'b1; g_out = 1'b0; math_enables = 7'b0001000; end
            9'b011110001 : begin next_state = 5'b10010; data_out = 1'b0; R_in = temp1 ;R_out = 8'b00000000; AddSub = 1'b0; a_in = 1'b0;  g_in = 1'b1; g_out = 1'b1; math_enables = 7'b0001000; end
            9'b100000000 : begin next_state = 5'b10011; data_out = 1'b0; R_in <= 8'b00000000; R_out = temp1; AddSub = 1'b0; a_in = 1'b1; g_in = 1'b0; g_out = 1'b0; math_enables = 7'b0000010; end
            9'b100010011 : begin next_state = 5'b10100; data_out = 1'b0; R_in <= 8'b00000000 ;R_out = temp2;  AddSub = 1'b0; a_in = 1'b1;   g_in = 1'b1; g_out = 1'b0; math_enables = 7'b0000010; end
            9'b100010100 : begin next_state = 5'b10101; data_out = 1'b0; R_in = temp1 ;R_out = 8'b00000000; AddSub = 1'b0; a_in = 1'b0;  g_in = 1'b1; g_out = 1'b1; math_enables = 7'b0000010; end
            9'b100100000 : begin next_state = 5'b10110; data_out = 1'b0; R_in <= 8'b00000000; R_out = temp1; AddSub = 1'b0; a_in = 1'b1; g_in = 1'b0; g_out = 1'b0; math_enables = 7'b0000001; end
            9'b100110110 : begin next_state = 5'b10111; data_out = 1'b0; R_in <= 8'b00000000 ;R_out = temp2;  AddSub = 1'b0; a_in = 1'b1;   g_in = 1'b1; g_out = 1'b0; math_enables = 7'b0000001; end
            9'b100110111 : begin next_state = 5'b11000; data_out = 1'b0; R_in = temp1 ;R_out = 8'b00000000; AddSub = 1'b0; a_in = 1'b0;  g_in = 1'b1; g_out = 1'b1; math_enables = 7'b0000001; end
            default begin next_state = 5'b00000; data_out = 1'b0; R_in <= 8'b00000000;R_out <= 8'b00000000; AddSub = 1'b0; a_in = 1'b0;   g_in = 1'b0; g_out = 1'b0; math_enables = 7'b0000000; end
        endcase
    end
endmodule
module reg_decoder(reg_num, clk, reg_enable);
    input clk;
    input [2:0] reg_num;
    output reg [7:0] reg_enable;  
    always @(clk) begin
        case(reg_num)
            3'b000 : reg_enable = 8'b10000000; 
            3'b001 : reg_enable = 8'b01000000;
            3'b010 : reg_enable = 8'b00100000;
            3'b011 : reg_enable = 8'b00010000;
            3'b100 : reg_enable = 8'b00001000; 
            3'b101 : reg_enable = 8'b00000100;
            3'b110 : reg_enable = 8'b00000010;
            3'b111 : reg_enable = 8'b00000001;
            default : reg_enable = 8'b00000000; 
        endcase
    end
endmodule
==> /design/flow/run.sh <==
#!/bin/bash
# OpenROAD 26Q1-2900-gdf79404cd8, Yosys 0.63+post, stock flow scripts
make -C /OpenROAD-flow-scripts/flow DESIGN_CONFIG=/design/flow/config.mk WORK_HOME=/design/flow/orfs finish
==> /design/flow/config.mk <==
export PLATFORM = sky130hd
export DESIGN_NAME = my_fsm
export DESIGN_NICKNAME = my_fsm
export VERILOG_FILES = /design/flow/design.v
export SDC_FILE = /design/flow/constraint.sdc
export NUM_CORES = 4
export LEC_CHECK = 1
export CORE_AREA = 10 10 106 106
export DIE_AREA = 0 0 116 116
==> /design/flow/constraint.sdc <==
current_design my_fsm

set clk_period 3.5
set clk_io_pct 0.2

create_clock -name clk0 -period $clk_period

set non_clock_inputs [all_inputs -no_clocks]
set_input_delay [expr $clk_period * $clk_io_pct] -clock clk0 $non_clock_inputs
set_output_delay [expr $clk_period * $clk_io_pct] -clock clk0 [all_outputs]
==> run_results.csv <==
group,metric,value,unit
sta,worst_slew_margin_rel,76.01,%
power_and_ir_drop,power_report.internal_total,0.09266,mW
power_and_ir_drop,seq_power_share,0.2,%
job,max_cap_violations,0,
grt,grt_pass1_wl,9204,um
floorplanning,num_io_pins,75,
sta,final_min_period_over_clock_period,101.7,%
route,postRouteAntennaNets,0,
setup_path,timing.critical_path.slowest_cell_delay,0.50,ns
grt,total_track_usage,8.190,%
power_and_ir_drop,p_sw,0.09071,mW
place,placement.io_buffers,48,
yosys,synthMuxAreaShare,0.9156,%
sta,postLayoutSetupSlackWorst,-0.05956,ns
route,via_per_inst,4.525,
yosys,xor_share_synth,2.136,%
floorplanning,floorplan_core_density,13.90,%
setup_path,endpoint_kind,"output port",
route,drc_violation_count_after_routing,0,
grt,grt_antenna_before_repair,1,
yosys,synth.yosys.chip_area,0.001230,sq mm
yosys,synth_compound_gate_area_share,28.48,%
sta,finalHoldViolations,0,
yosys,synth-cells-yosys,185,
setup_path,setup.worst_path.start_class,"primary input",
place,place.detailed.hpwl,4404,um
yosys,mappedNetlistArea,0.001230,sq mm
grt,first_global_vias,1784,
yosys,postSynthCellCount,185,
sta,timing.final.crit_period,3.560,ns
route,detailedRoute.firstIterationViolations,147,
floorplanning,row_count,34,
route,vias_after_detailed_routing,1869,
route,route.final.wire_length,5708,um
layout,fillerInstances,904,
yosys,leading_cell_types_by_count_after_synthesis,"sky130_fd_sc_hd__nand2_1, sky130_fd_sc_hd__nor2_1, sky130_fd_sc_hd__a21oi_1",
floorplanning,floorplan.die.width,116,um
yosys,flop_cell,"sky130_fd_sc_hd__dlxtn_1",
power_and_ir_drop,pwr-share-comb,99.8,%
sta,worst-slew-pin-transition,0.3572,ns
place,globalplace.congestion,0.9357,
yosys,syn_avg_cell_area,6.648,sq um
layout,max_ffs_per_register,7,
job,stage_log_warnings,61,
yosys,synthDominantCellAreaShare,8.545,%
setup_path,critPathArrivalTime,2.86,ns
yosys,synth.most_common_cell,"sky130_fd_sc_hd__nand2_1",
grt,grt_remaining_overflow,0,
sta,final_max_slew_viol_count,0,
hold_path,hold_path.class,"primary input to output port",
run_status,run_status,"finished with violations",
yosys,ys_async_sr_fraction,0,%
cts,post_cts_hold_fix_buffer_tally,0,
power_and_ir_drop,power.leakage,1.170,nW
floorplanning,chip_area,0.01346,sq mm
sta,setup_repair_after_global_routing_missed_its_margin,"yes",
power_and_ir_drop,power-per-cell-area,69.62,mW/mm^2
setup_path,path_delay_family,"buffers and inverters",
setup_path,crit_path_top_delay_cell,"sky130_fd_sc_hd__clkdlybuf4s50_1",
route,route.detailed.wl_per_inst,13.82,um
sta,setup_viol_count_final,2,
yosys,ys_top_cells_by_area,"sky130_fd_sc_hd__dlxtn_1, sky130_fd_sc_hd__nand2_1, sky130_fd_sc_hd__a21oi_1",
setup_path,worstPathBufferInverterCount,6,
yosys,synth.cellmix.simpleShare,50.15,%
setup_path,crit_chain,"clkdlybuf4s50_1, buf_6, buf_4, buf_4, nor2_1, nand2_1, o21ai_2, a211oi_4, buf_6, o22ai_1, clkdlybuf4s50_1",
sta,unclocked_regs,7,
power_and_ir_drop,ir_drop,17.77,uV
yosys,yosysUniqueCellTypes,55,
sta,untimed_endpoints,14,
grt,grt_max_degree,11,
yosys,ys_sh_adder,0,%
yosys,synth.logic.top_family,"simple AND/OR/NAND/NOR gates",
place,place_area,0.002247,sq mm
setup_path,required_time_worst_endpoint,2.80,ns
floorplanning,core-area,0.008848,sq mm
run_status,violations,"negative setup slack",
floorplanning,dieHeight,116,um
sta,total_negative_setup_slack,-0.07525,ns
power_and_ir_drop,power.share.switching,49.47,%
yosys,synth-edff-count,0,
layout,syn2layout_area_growth,114.1,%
layout,drive_gt1_share,45.72,%
layout,final_cell_area,0.002634,sq mm
power_and_ir_drop,share_of_total_power_in_the_clock_network,0,%
yosys,synth_area_leader_cell,"sky130_fd_sc_hd__dlxtn_1",
route,drt_pass1_iterations,4,
sta,fmax,280.9,MHz
setup_path,critical_path_peak_fanout,8,
yosys,synthesis.yosys.warnings,4,
yosys,numSynthFlops,7,
setup_path,crit_type,"primary input to output port",
[worst min-delay path, delay by kind of cell]
family,cells,cell delay [ns]
AND/OR/NAND/NOR,1,0.06
buffers and inverters,3,0.67
[final timing paths]
path | start | to | depth (start not counted)
hold / removal | func[1] | data_out | 4
setup / recovery | current_state[2] | R_out[3] | 11
[per-layer routing]
layer  vias to the layer above  track usage, %  share of wire (%)  wire (um)
met5                         -               0                  0          0
met1                       876           11.10                 44       2491
met3                         4           1.047                5.5        313
li1                        940               -                  -          -
met4                         0          0.6672               0.84         48
met2                        49           14.11                 50       2854
[through the flow]
step | utilization [%] | power (mW) | hold WS, ns | instances | worst slack, ns
3_5_place_dp | 25.40 | 0.1551 | 2.479 | 392 | -0.3873
6_report | 29.77 | 0.1834 | 2.133 | 413 | -0.05956
4_1_cts | 28.82 | 0.1743 | 2.142 | 411 | -0.1541
5_1_grt | 29.77 | 0.1984 | 2.178 | 413 | -0.1532
3_3_place_gp | 25.40 | 0.1555 | 2.488 | 392 | -0.3763
2_1_floorplan | - | 0.06922 | 1.413 | 185 | 0.7855
[final cells by class]
| cell class | instances | area, sq um | area share (%) |
|---|---|---|---|
| flip-flops and latches | 7 | 105.1 | 3.991 |
| well taps | 108 | 135.1 | 5.131 |
| repair buffers | 134 | 1107 | 42.04 |
| inverters | 5 | 18.77 | 0.7126 |
| diodes | 1 | 2.502 | 0.09501 |
| multi-input cells | 158 | 1265 | 48.03 |
[power groups by stage]
stage	Sequential (mW)	Clock, mW	Combinational, mW
6_report	0.000287	0.0000000382	0.183
4_1_cts	0.000287	0	0.174
5_1_grt	0.000287	0.0000000382	0.198
[cells by family after synthesis]
kind of cell / count (synthesis)
AND/OR/NAND/NOR: 102
XOR/XNOR: 3
latches: 7
multiplexers: 1
AND-OR/OR-AND: 51
buffers and inverters: 21
[cell usage in the layout (no fill, tap or decap), drive strengths merged, types with 7 or more instances in the layout]
cell           count
clkdlybuf4s50     18
a21oi             15
nor2b              7
buf               90
nand3              8
o21ai             11
nor2              17
nor3               8
nand2             21
dlygate4sd2       23
dlxtn              7
[timing repair]
item                                    CTS  global route
endpoints found under the setup margin   25            12
setup buffers                            16             1
endpoints found under the hold margin     0             0
pin swaps                                19            11
gates resized                            83            13
gates cloned                              3             0
Power and IR drop assume default switching activity.
